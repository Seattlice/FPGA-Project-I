--- config.mk ---
export PLATFORM = sky130hd
export DESIGN_NAME = fre_add
export DESIGN_NICKNAME = fre_add
export VERILOG_FILES = /design/flow/design.v
export SDC_FILE = /design/flow/constraint.sdc
export NUM_CORES = 4
export LEC_CHECK = 1
export CORE_UTILIZATION = 30
--- constraint.sdc ---
current_design fre_add

set clk_period 10.4
set clk_io_pct 0.2

create_clock -name clk0 -period $clk_period [get_ports {sys_clk}]

set non_clock_inputs [all_inputs -no_clocks]
set_input_delay [expr $clk_period * $clk_io_pct] -clock clk0 $non_clock_inputs
set_output_delay [expr $clk_period * $clk_io_pct] -clock clk0 [all_outputs]
--- design.v ---
`timescale 1ns / 1ps
module fre_add #(  
    parameter       P_WORD = 23'd0 ) 
    (
    input wire          sys_clk     ,
    input wire          sys_rst_n   ,
    input wire [5:0]    wave_sel    ,
    input wire [3:0]    mode_sel    ,
    input wire          judge       ,
    input wire          T_cnt_flag  ,
    input wire          T_cnt       ,
    input wire  [22:0]  rom_addr_bpsk,
    input wire  [22:0]  rom_addr_qpsk,
    input wire  [22:0]  dds_data_nflm,
    input wire  [31:0]  Fw1         ,
    output wire [22:0]   rom_addr    
);
reg [31:0] theta;
always @(posedge sys_clk or negedge sys_rst_n)  
    if(!sys_rst_n)
        theta <= 32'd0;
    else if(wave_sel != 6'b000100)
        theta <=  32'd0;      
    else if(judge)
        theta <=  32'd0;       
    else if(T_cnt_flag)
        theta <=  32'd0;       
    else
        theta <= theta + Fw1;
reg [31:0] fre_add; 
always @(posedge sys_clk or negedge sys_rst_n)  
    if(!sys_rst_n)
        fre_add <= 32'd0;
    else if(judge)
        fre_add <= 32'd0;     
    else if((mode_sel != 4'd1)&&(T_cnt)) 
         fre_add <= 32'd0;     
    else if(wave_sel == 6'b000100) 
        if(T_cnt_flag) 
             fre_add <= 32'd0;           
        else
            fre_add <= fre_add + theta;     
    else  if(wave_sel == 6'b100000) 
                fre_add <= fre_add  + Fw1;      
    else
        fre_add <= fre_add + Fw1;
reg [22:0] rom_addr_theta;      
always @(posedge sys_clk or negedge sys_rst_n) 
    if(!sys_rst_n)
        rom_addr_theta <= 23'd0;
    else if(wave_sel  == 6'b000010) 
        rom_addr_theta <=  P_WORD + 21'd2097151; 
    else if(wave_sel == 6'b000100) 
        rom_addr_theta <=  P_WORD + 21'd2097151; 
    else if(wave_sel == 6'b001000) 
        rom_addr_theta <=  P_WORD +  rom_addr_bpsk;
    else if(wave_sel == 6'b010000)  
        rom_addr_theta <=  P_WORD +  rom_addr_qpsk;
    else  if(wave_sel == 6'b100000) 
        rom_addr_theta <=  P_WORD +  dds_data_nflm;
    else 
        rom_addr_theta <=  P_WORD;
assign rom_addr = rom_addr_theta + fre_add[31:9];
endmodule
--- run.sh ---
#!/bin/bash
# OpenROAD 26Q1-2900-gdf79404cd8, Yosys 0.63+post, stock flow scripts
make -C /OpenROAD-flow-scripts/flow DESIGN_CONFIG=/design/flow/config.mk WORK_HOME=/design/flow/orfs finish
==> run notes <==
The layout was made with Yosys and OpenROAD.

The detail-routed via count per cell is around 5.2. The worst hold slack across all endpoints is between 0.6 and 0.7 ns. The number of different library cells in the post-synthesis netlist is approximately 74. The switching portion of total power comes to 0.325. Measured on the finished design, the core utilization comes to 0.381. Per the detail_route report, DRC violations left total 0. The worst setup path is of the reg -> out kind.

The instance count after placement with tap cells included is 1,590. The number of clock buffers inserted by TritonCTS is 9. The area added between synthesis and finish is 23.7%. Averaged over all synthesized cells, the footprint is roughly 8.2 µm².

The final-report hold violation count is 0. The die span in x is between 150 and 200 µm. Max-slew check failures listed in the final report amount to 0. TritonCTS built the clock tree. The full die area is about 0.03 mm². The most critical min-delay path falls under reg -> reg. Measured along the y axis, the die boundary spans about 170 µm. The switching component of the power was reported as 347 µW. The core area is between 0.02 and 0.03 mm². The number of nets with antenna violations after detailed routing is 0. Counting flops with a built-in enable in the synthesized netlist gives 0. The number of cells in the finished layout apart from fillers is approximately 1,600.

The number of warnings the tools reported is 25. The total length of routed wires is about 27,000 µm. The peak clock frequency supported by timing is between 150 and 200 MHz. The power report attributes to the sequential group a share of 0.350.

The normalized max-slew margin is 0.435. The cell type that accounts for the most area after synthesis is dfrtp_1. Setup repair after global routing left no endpoint under its margin. The register-to-register path setup slack is around 7.3 ns.

For this run, the leading register cell type out of synthesis is dfrtp_1. The floorplan has 62 rows. The worst-case IR drop observed on VDD is between 0.07 and 0.08 mV. Once the clock tree was built, the setup fixing pass inserted 0 buffers. The worst slack after detailed placement is ~5.2 ns. The pin count of the biggest net entering global routing is 46. The average wire length per cell after detail routing is around 17 µm. The master cell of the clock root buffer is clkbuf_16. In this run, synthesis produced a sequential element count of just under 90. The skew report gives the latency at the later pin of the worst-skew pair as around 0.36 ns.

Once the clock tree was built, the resizer swapped 0 gates to a different size. The part of the cycle the worst path needs is 0.539. Of the synthesized area, sequential elements account for 0.244. Global routing finished with a remaining overflow of 0.

For this design the static power due to leakage is about 5.2 nW. The worst hold path passes through 3 cells. The post-route setup TNS is 0 ns. The biggest fanout along the worst timing path is 3.

The pre-antenna-repair detailed-routing pass consisted of 5 iterations. The yosys-reported design area after synthesis is roughly 0.0089 mm². The flow ran to the end, and the final reports show no timing, DRC or antenna violations. The final critical delay including setup and external delays is around 5.6 ns. Counting every instance in the synthesized netlist gives roughly 1,100. The count of antenna diodes in the layout is 0.

The global-route wire length before repair is 42,500 µm. The via total after detailed routing is between 8,000 and 9,000. The share of flip-flops with an asynchronous set or reset after synthesis is 1.00. Of the total power, the clock network draws 0.317. For this run, the total global-route usage over all layers was measured as 0.181. The synthesized netlist occupies a cell area of around 0.0089 mm².

The H-tree was split into 3 levels. Sorting the synthesized cells by area gives the leading types as dfrtp_1 (24%), ha_1 (16%), xnor2_1 (6.7%). The number of hold buffers added after cts is 0. The clock tree skew after final layout is 0.0178 ns. The count of buffers added on input and output ports is about 140.

The area fraction of the largest cell type after synthesis is 0.244. The number of antenna violations at the first check in global routing is 0. Power spread over the standard cell area amounts to roughly 96 mW/mm². STA lists the endpoint of the worst register-to-register path as fre_add[18]. Per the finish-stage timing summary, setup violations number 0.

For this run the detailed placement stage logged an HPWL of ~21,000 µm. The depth of the worst register-to-register path is 12. Of the total power, combinational logic draws 0.333.

The required time of the critical path is between 8 and 9 ns. For hold timing, the worst endpoint is theta[0]. The launch instance of the worst min-delay path is theta[0]. In this run the deepest clock path goes through 2 buffers. The transition at the pin with the smallest max-transition slack is approximately 0.84 ns. The timing report gives the clock slew at the launch and capture registers of the worst setup and hold paths as around 0.07 ns.

The starting utilization of the core area is 0.308. The number of DRC violations after detailed-routing iteration 0 is 462. The synthesis report lists the Yosys warning total as 1. The type of destination of the critical path is a primary output. During I/O placement, the number of pins put on the boundary was around 140. STA lists the startpoint of the worst register-to-register path as theta[0]. The CTS sink count is ~87. The arrival time at the worst endpoint is 3.53 ns.

The tool flagged a number of max-cap violations equal to 0. The via count of the first global-routing pass is a little over 8,000. The power report lists cell-internal power as slightly above 700 µW. The least setup slack across all paths after layout is ~4.8 ns. The synth_stat.txt file lists the number of cells as 1,090. The layout summary lists the proportion of cells stronger than drive strength 1 as 0.0393. The worst setup path is launched from a register. The global placement routability congestion is roughly 0.96.
[worst max-delay path, cell delays in order (launching register included)]
cell and delay (ns):
dfrtp_1 0.43, ha_1 0.23, inv_1 0.07, fa_1 0.20, nor2b_1 0.07, o2111ai_1 0.27
a21oi_2 0.13, a2111oi_4 0.39, o21ai_1 0.16, o221a_1 0.28, a21o_1 0.20, a21oi_2 0.14
xnor2_1 0.13, clkdlybuf4s50_1 0.49
[cell usage in the layout, fill, tap and decap left out, drive strengths merged, types with 4 or more instances in the layout]
cell | netlist | layout
a2111oi | 6 | 6
a211o | 5 | 5
a211oi | 8 | 8
a21o | 51 | 51
a21oi | 103 | 103
a221oi | 5 | 5
a22oi | 10 | 10
a31o | 5 | 5
a31oi | 14 | 14
and2 | 7 | 7
and3 | 17 | 17
buf | 3 | 10
clkbuf | 28 | 10
clkdlybuf4s50 | 0 | 137
dfrtp | 87 | 87
fa | 4 | 4
ha | 115 | 115
inv | 38 | 39
nand2 | 120 | 120
nand2b | 18 | 18
nand3 | 17 | 17
nand4 | 35 | 35
nor2 | 93 | 93
nor2b | 12 | 12
nor3 | 16 | 16
nor3b | 4 | 4
nor4 | 4 | 4
o2111ai | 5 | 5
o211ai | 10 | 10
o21a | 12 | 12
o21ai | 65 | 65
o21bai | 7 | 7
o22ai | 14 | 14
o31ai | 5 | 5
or3 | 9 | 9
xnor2 | 68 | 68
xor2 | 33 | 33
[power groups by stage]
| stage | registers, mW | logic, mW | clock network, mW |
|---|---|---|---|
| 4_1_cts | 0.372 | 0.355 | 0.347 |
| 5_1_grt | 0.375 | 0.393 | 0.361 |
| 6_report | 0.372 | 0.355 | 0.338 |
[logic make-up after synthesis]
logic type	Yosys count	share of synthesized area
XOR/XNOR	101	0.0990
multiplexers	2	0.00224
buffers and inverters	69	0.0294
AND/OR/NAND/NOR	365	0.195
adder cells (fa/ha/maj)	119	0.170
AND-OR/OR-AND	347	0.260
flip-flops	87	0.244
[through the flow]
stage	power, mW	cell area, µm²
floorplan	0.587	8930
global placement	0.732	10800
CTS	1.07	11100
detailed placement	0.730	10800
global route	1.13	11100
finish	1.07	11100
[area by class of cell]
| type | count | area [µm²] |
|---|---|---|
| clock buffers | 10 | 229 |
| repair buffers | 147 | 1450 |
| clock inverters | 6 | 70.1 |
| well taps | 384 | 480 |
| multi-input cells | 934 | 6510 |
| flip-flops and latches | 87 | 2180 |
| fillers | 2921 | 18000 |
| inverters | 38 | 143 |
[flip-flops by register name, indices dropped and copies added (netlist names)]
signal and count:
theta 32, rom_addr_theta 23, fre_add 32
[worst max-delay path by stage]
stage / cells past startpoint / startpoint / to / slack, ns
finish: 13 / fre_add[9] / rom_addr[20] / 4.79
global route: 13 / fre_add[9] / rom_addr[20] / 4.64
CTS: 13 / fre_add[9] / rom_addr[20] / 4.77
[cell usage after synthesis, drive strengths merged, types with 6 or more instances]
master / n
nand2: 120
ha: 115
a21oi: 103
nor2: 93
dfrtp: 87
xnor2: 68
o21ai: 65
a21o: 51
inv: 38
nand4: 35
xor2: 33
clkbuf: 28
nand2b: 18
and3: 17
nand3: 17
nor3: 16
a31oi: 14
o22ai: 14
nor2b: 12
o21a: 12
a22oi: 10
o211ai: 10
or3: 9
a211oi: 8
and2: 7
o21bai: 7
a2111oi: 6
[layer usage]
layer  up-vias  GRT usage  wire length [µm]
li1       4280          -                 -
met1      3867      0.266             13100
met2       245      0.279             11500
met3        20     0.0421              1910
met4         0     0.0257               425
met5         -          0                 0
Power figures rest on the tool's default switching activity, not on a simulated workload.
