File: flow/run.sh
#!/bin/bash
# OpenROAD 26Q1-2900-gdf79404cd8, Yosys 0.63+post, stock flow scripts
make -C /OpenROAD-flow-scripts/flow DESIGN_CONFIG=/design/flow/config.mk WORK_HOME=/design/flow/orfs finish
File: flow/config.mk
export PLATFORM = sky130hd
export DESIGN_NAME = judge
export DESIGN_NICKNAME = judge
export VERILOG_FILES = /design/flow/design.v
export SDC_FILE = /design/flow/constraint.sdc
export NUM_CORES = 4
export LEC_CHECK = 1
export CORE_AREA = 10 10 107 107
export DIE_AREA = 0 0 117 117
File: flow/constraint.sdc
current_design judge

set clk_period 1.5
set clk_io_pct 0.2

create_clock -name clk0 -period $clk_period [get_ports {sys_clk}]

set non_clock_inputs [all_inputs -no_clocks]
set_input_delay [expr $clk_period * $clk_io_pct] -clock clk0 $non_clock_inputs
set_output_delay [expr $clk_period * $clk_io_pct] -clock clk0 [all_outputs]
File: flow/design.v
`timescale 1ns / 1ps
module judge (
    input wire      sys_clk     ,
    input wire      sys_rst_n   ,
    input wire  [5:0]   wave_sel,
    input wire  [3:0]   mode_sel,    
    input wire  [8:0]   F, 
    input wire  [10:0]  T, 
    input wire  [6:0]   Z, 
    input wire  T_cnt,
    output reg T_cnt_flag,
    output wire judge
);
    reg T_flag; 
    reg Z_flag;
    reg mode_flag;
    reg wave_flag;
    reg f_flag;  
reg  [5:0]   wave_sel1; 
always @(posedge sys_clk or negedge sys_rst_n)  
    if(!sys_rst_n)
        wave_sel1 <= 6'd0;
    else 
        wave_sel1 <= wave_sel;
always @(posedge sys_clk or negedge sys_rst_n)  
    if(!sys_rst_n)
        wave_flag <= 1'd0;
    else if(wave_sel1 != wave_sel)
        wave_flag <= 1'd1;
    else
        wave_flag <= 1'd0;
reg [8:0] F0;           
always @(posedge sys_clk or negedge sys_rst_n)  
    if(!sys_rst_n)
        F0  <= 9'd0;
    else
        F0  <=  F;
always @(posedge sys_clk or negedge sys_rst_n)  
    if(!sys_rst_n)
        f_flag <= 1'd0;
    else if (F0 != F)
        f_flag <= 1'd1;
    else
        f_flag <= 1'd0;
reg T_cnt_f; 
always @(posedge sys_clk or negedge sys_rst_n) 
    if(!sys_rst_n)
        T_cnt_f <= 1'b0;
    else
        T_cnt_f <= T_cnt;
always @(posedge sys_clk or negedge sys_rst_n) 
    if(!sys_rst_n)
        T_cnt_flag <= 1'b0;
    else if(T_cnt_f != T_cnt)
        T_cnt_flag <= 1'b1;
    else
        T_cnt_flag <= 1'b0;
reg [6:0]      Z1;     
always @(posedge sys_clk or negedge sys_rst_n)  
    if(!sys_rst_n)
        Z1 <= 7'd0;
    else
        Z1 <= Z;
always @(posedge sys_clk or negedge sys_rst_n)  
    if(!sys_rst_n)
        Z_flag <= 1'd0;
    else if (Z1 != Z)
        Z_flag <= 1'd1;
    else 
        Z_flag <= 1'd0;
reg [3:0]   mode_sel1;     
always @(posedge sys_clk or negedge sys_rst_n)  
    if(!sys_rst_n)
        mode_sel1 <= 4'd0;
    else
        mode_sel1 <= mode_sel;
always @(posedge sys_clk or negedge sys_rst_n)  
    if(!sys_rst_n)
        mode_flag <= 1'd0;
    else if (mode_sel != mode_sel1)
        mode_flag <= 1'd1;
    else 
        mode_flag <= 1'd0;
reg [10:0]  T_1;
always @(posedge sys_clk or negedge sys_rst_n)   
    if(!sys_rst_n)
        T_1<= 11'd0;
    else 
        T_1 <= T;
always @(posedge sys_clk or negedge sys_rst_n)   
    if(!sys_rst_n)
        T_flag<= 1'd0;
    else if(T_1 != T) 
        T_flag <= 1'd1;
    else
        T_flag <= 1'd0;     
assign judge = T_flag | mode_flag | Z_flag | f_flag | wave_flag;
endmodule
==> notes.md <==
Results of the full flow below.

Final timing:
- The run puts the final period utilization at 91.7%.
- The run puts the maximum clock skew at final layout at about 0.0028 ns.
- Setup repair after global routing left no endpoint under its margin.
- The run puts the minimum clock period at 1.38 ns.
- The run puts the final setup TNS at 0 ns.
- The final timing report lists a max-slew violation count of 0.
- The run puts the final-report hold violation count at about 44.
- The run puts the relative slew slack at between 70% and 80%.
- Timing would allow up to about 730 MHz.
- The run puts the worst hold margin at -0.0229 ns.
- For this run, the final setup violation count is recorded as 0.
- The run gives the slew at the pin closest to its max-slew limit as approximately 0.41 ns.

Clock tree:
- TritonCTS built the clock tree.
- Looking at the clock tree report, the root buffer type is sky130_fd_sc_hd__clkbuf_8.
- The number of clock sinks came to roughly 44.
- Once the clock tree was built, the setup fixing pass inserted 0 buffers.
- The run gives the insertion delay of the later-clocked pin in the worst-skew pair as 0.29 ns.
- In this run the number of H-tree levels came out at 2.
- The run gives the clock-pin slew of the registers on the worst-case setup and hold paths as around 0.080 ns.
- The run gives the number of buffers on the longest clock path as 2.
- Buffers inserted during clock tree synthesis total 5.

Yosys:
- After synthesis, the design contains 97 cells according to Yosys.
- Sequential cells were found to cover 72.6% of the synthesized design area.
- The run gives the post-synthesis simple-gate area fraction as 5.45%.
- The run gives the unique cell type count in the Yosys netlist as 9.
- The run gives the post-synthesis share of cell area spent on full adders, half adders and majority gates as 0%.
- In this run the cell area of the synthesized design comes to about 1500 um2.
- Counting every instance in the synthesized netlist gives 97.
- The run gives the average cell area after synthesis as around 16 um2.
- The run puts the synthesis-stage register bit count at around 44.
- The run puts the share of synthesized area spent on multiplexers at 0%.
- The run puts the yosys warning tally at 1.
- The run puts the synthesis area per yosys at roughly 1500 um2.
- The run gives the fraction of the mapped netlist area in compound gates as 0%.
- The run puts the parity-gate share of the synthesized area counting xor and xnor cells at between 20% and 30%.
- Among the non-sequential cells, XOR/XNOR gates take the most area.

GRT:
- The via count of the first global-routing pass is approximately 970.
- The run gives the total track usage as 4.59%.
- The run gives the number of antenna violations at the first check in global routing as 0.
- The global route stage reports its total congestion overflow as 0.
- The run puts the pin count of the biggest net entering global routing at between 40 and 50.
- The run gives the first-pass GRT wire length as between 4000 and 5000 um.

Hold path:
- The most critical min-delay path falls under in -> async.

Status:
- The run finished, with violations left.
- The checks that failed: negative hold slack.

Detailed routing:
- The run gives the final routed wirelength across all metal layers as 2960 um.
- The run puts the number of iterations in the first detailed-routing pass at 2.
- In the final routed layout, each cell accounts on average for between 10 and 15 um.
- For this block, the initial DRC count from the detailed router was 26.
- The run gives the DRC violations left as 0.
- The run gives the total number of vias as between 800 and 900.
- The run puts the antenna diode count at 0.
- Nets still carrying antenna violations after routing amount to 0.
- The run puts the average via count per standard cell at about 3.2.

Worst setup path:
- The run gives the capture point of the worst reg-to-reg path as T_flag$_DFF_PN0_.
- The run puts the critical path buffer and inverter count at 1.
- The run gives the cell type of the slowest stage on the worst timing path as sky130_fd_sc_hd__clkdlybuf4s50_1.
- STA classifies the critical path startpoint as a register.
- Listed in order, past its start point the critical path passes clkdlybuf4s50_1.
- The worst setup path is captured at a primary output.
- The run puts the cell depth of the worst flop-to-flop path at 3.
- The run puts the minimum setup slack among reg-to-reg paths at roughly 0.30 ns.
- The run gives the kind of cell with the highest combined delay on the critical path as buffers and inverters.
- The setup path with the least slack is of type reg -> out.
- The run puts the worst-path maximum fanout at 1.
- The startpoint identified for the worst register-to-register timing path is T_1[9]$_DFF_PN0_.
- The data arrival time reported for the critical path is approximately 1.1 ns.
- The run puts the maximum cell stage delay along the critical path at 0.46 ns.
- The run puts the endpoint required time on the critical path at roughly 1.2 ns.

Power and ir drop:
- The run gives the fraction of power consumed by the clock network as around a third.
- The run puts the power density over cell area at 1040 nW/um2.
- The run gives the part of the total power dissipated in sequential elements as 56.0%.
- The run puts the leakage power summed over all cells at 0.862 nW.
- The run puts the internal power of the cells at ~1.8 mW.
- The analysis reports a worst IR drop on VDD of 0.292 mV.
- The run puts the reported net switching power at approximately 0.49 mW.
- The run puts the share of total power consumed by net switching at 21.6%.
- The run gives the logic gate share of total power as between 10% and 20%.

Die:
- From bottom edge to top edge, the die measures 117 um.
- The floorplan step records an initial core utilization of about 16%.
- The run gives the chip width as roughly 120 um.
- The die covers roughly 14000 um2.
- In this run the standard cell core region covers 9200 um2.
- between 40 and 50 I/O pins were placed.
- The floorplan has 35 rows.

Placed design:
- The run puts the detailed placement HPWL at 2300 um.
- The run gives the number of I/O port buffers as just over 40.
- The run puts the routability congestion estimate from global placement at around 0.69.
- The run puts the number of placed instances, taps included at around 250.

Final layout:
- The run puts the final-layout fill cell count at 973.
- The run gives the fraction of final layout cells sized beyond drive strength 1 as under 10%.
- The run puts the area growth from synthesis to layout at 43.6%.
- The finished layout holds about 260 standard cells, fillers aside.

Run:
- The run puts the count of warning messages emitted by the tools at 27.
- The run gives the count of maximum capacitance violations as 0.
[kinds of logic after synthesis]
kind of cell,Yosys count
flip-flops,44
XOR/XNOR,38
AND/OR/NAND/NOR,15
[registers in the layout, summed over array words and instances (netlist names)]
name	cells
T_1	11
F0	9
Z1	7
wave_sel1	6
mode_sel1	4
T_cnt_f	1
T_cnt_flag	1
T_flag	1
Z_flag	1
f_flag	1
mode_flag	1
wave_flag	1
[cell usage in the layout (no fill, tap or decap)]
cell type | synthesis | final
sky130_fd_sc_hd__buf_4 | 0 | 1
sky130_fd_sc_hd__dfrtp_1 | 44 | 44
sky130_fd_sc_hd__clkbuf_1 | 0 | 2
sky130_fd_sc_hd__nand4_1 | 3 | 3
sky130_fd_sc_hd__nor4_1 | 5 | 5
sky130_fd_sc_hd__xnor2_1 | 11 | 11
sky130_fd_sc_hd__buf_12 | 0 | 1
sky130_fd_sc_hd__nand3_1 | 2 | 2
sky130_fd_sc_hd__nor3_1 | 3 | 2
sky130_fd_sc_hd__nand2_1 | 1 | 1
sky130_fd_sc_hd__clkdlybuf4s50_1 | 0 | 39
sky130_fd_sc_hd__nor2_1 | 1 | 1
sky130_fd_sc_hd__clkbuf_8 | 0 | 6
sky130_fd_sc_hd__nor3_2 | 0 | 1
sky130_fd_sc_hd__xor2_1 | 27 | 27
sky130_fd_sc_hd__buf_2 | 0 | 2
[metrics by stage]
step	utilization (%)	power, mW	worst slack, ns	area, um2	hold WS (ns)
after detailed placement	22.7	1.54	-0.194	2090	0.297
after floorplan	-	1.36	0.530	1520	0.00441
final	23.7	2.26	0.125	2180	-0.0229
after global routing	23.7	2.40	0.0515	2180	-0.0249
after CTS	23.7	2.34	0.0701	2180	-0.0329
after global placement	22.7	1.54	-0.152	2090	0.293
[cell usage after synthesis]
cell type / instances / area share [%]
sky130_fd_sc_hd__dfrtp_1: 44 / 73
sky130_fd_sc_hd__xor2_1: 27 / 16
sky130_fd_sc_hd__xnor2_1: 11 / 6.4
sky130_fd_sc_hd__nor4_1: 5 / 2.1
sky130_fd_sc_hd__nand4_1: 3 / 1.2
sky130_fd_sc_hd__nor3_1: 3 / 0.99
sky130_fd_sc_hd__nand3_1: 2 / 0.66
sky130_fd_sc_hd__nand2_1: 1 / 0.25
sky130_fd_sc_hd__nor2_1: 1 / 0.25
[routing by layer]
metal  track usage, %  part of all wire, %
met1             6.37                   44
met2             6.64                   45
met3             1.81                  7.9
met4             1.07                  3.0
met5                0                    0
[worst max path at each step]
stage	cells after the start	startpoint	endpoint
CTS	3	Z_flag$_DFF_PN0_	judge
global route	3	Z_flag$_DFF_PN0_	judge
finish	1	T_cnt_flag$_DFF_PN0_	T_cnt_flag
[layout make-up]
type | instances | area (um2) | area share, %
Clock buffer | 8 | 90.1 | 4.14
Timing Repair Buffer | 43 | 428 | 19.6
Multi-Input combinational cell | 53 | 420 | 19.3
Sequential cell | 44 | 1100 | 50.5
Tap cell | 111 | 139 | 6.38
[power by group through the flow]
stage	Combinational [mW]	Sequential, mW	Clock (mW)
4_1_cts	0.252	1.27	0.826
5_1_grt	0.273	1.27	0.860
6_report	0.244	1.26	0.750
[what timing repair did]
action,CTS,global route
gates resized,5,0
endpoints found under the hold margin,44,44
endpoints found under the setup margin,1,0
Power figures rest on the tool's default switching activity, not on a simulated workload.
